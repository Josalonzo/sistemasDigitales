## /design/flow/run.sh

```bash
#!/bin/bash
# OpenROAD 26Q1-2900-gdf79404cd8, Yosys 0.63+post, stock flow scripts
make -C /OpenROAD-flow-scripts/flow DESIGN_CONFIG=/design/flow/config.mk WORK_HOME=/design/flow/orfs finish
```

## /design/flow/config.mk

```make
export PLATFORM = sky130hd
export DESIGN_NAME = complete
export DESIGN_NICKNAME = complete
export VERILOG_FILES = /design/flow/design.v
export SDC_FILE = /design/flow/constraint.sdc
export NUM_CORES = 4
export LEC_CHECK = 1
export CORE_UTILIZATION = 50
```

## /design/flow/constraint.sdc

```tcl
current_design complete

set clk_period 6.0
set clk_io_pct 0.2

create_clock -name clk0 -period $clk_period [get_ports {clk}]

set non_clock_inputs [all_inputs -no_clocks]
set_input_delay [expr $clk_period * $clk_io_pct] -clock clk0 $non_clock_inputs
set_output_delay [expr $clk_period * $clk_io_pct] -clock clk0 [all_outputs]
```

## /design/flow/design.v

```verilog
module alarm_fsm (
    input  logic clk,
    input  logic rst,         
    input  logic H,           
    input  logic B,           
    output logic A,           
    output logic [1:0] state  
);
    logic [1:0] next;
    always_ff @(posedge clk) begin
        if (rst)
            state <= 2'b00;     
        else
            state <= next;
    end
    always_comb begin
        next = state; 
        unique case (state)
            2'b00: begin
                if (H)  next = 2'b01;  
                else    next = 2'b00;  
            end
            2'b01: begin
                if (B)  next = 2'b10;  
                else    next = 2'b01;  
            end
            2'b10: begin
                next = 2'b00;
            end
            default: begin
                next = 2'b00;
            end
        endcase
    end
    always_comb begin
        unique case (state)
            2'b01: A = 1'b1; 
            default: A = 1'b0;
        endcase
    end
endmodule
`timescale 1ns / 1ps
module clck_psc #(
    parameter int CLK_FREQ = 100_000_000,
    parameter int OUT_FREQ = 1
)(
    input  logic clk,
    input  logic rst,
    output logic tick
);
    localparam int COUNT_MAX = CLK_FREQ / OUT_FREQ;
    logic [$clog2(COUNT_MAX)-1:0] counter;
    always_ff @(posedge clk) begin
        if (rst) begin
            counter <= '0;
            tick    <= 1'b0;
        end else begin
            if (counter == COUNT_MAX-1) begin
                counter <= '0;
                tick    <= 1'b1;   
            end else begin
                counter <= counter + 1'b1;
                tick    <= 1'b0;
            end
        end
    end
endmodule
`timescale 1ns / 1ps
module compare #(
    parameter int ALARM_HOUR = 7,    
    parameter int ALARM_MIN  = 30    
)(
    input  logic clk,
    input  logic rst,
    input  logic [4:0] hour,    
    input  logic [5:0] min,     
    output logic H              
);
    logic match_now;
    logic match_prev;
    assign match_now = (hour == ALARM_HOUR) && (min == ALARM_MIN);
    always_ff @(posedge clk) begin
        if (rst) begin
            match_prev <= 1'b0;
            H          <= 1'b0;
        end else begin
            match_prev <= match_now;
            H <= match_now & ~match_prev;
        end
    end
endmodule
`timescale 1ns / 1ps
module complete #(
    parameter int INIT_HOUR  = 7,
    parameter int INIT_MIN   = 29,
    parameter int ALARM_HOUR = 7,
    parameter int ALARM_MIN  = 30
)(
    input  logic clk,
    input  logic btnC,
    input  logic btnU,
    output logic [1:0] led,
    output logic [6:0] seg,
    output logic       dp,
    output logic [3:0] an
);
    logic rst;
    logic tick_1hz;
    logic [4:0] hour;
    logic [5:0] min;
    logic [3:0] Ht, Hu, Mt, Mu;
    logic H_pulse;
    logic alarm_on;
    logic [1:0] fsm_state;
    logic [23:0] por_cnt = 24'd0;
    logic por_rst;
    logic led_sec;
    always_ff @(posedge clk) begin
        if (por_cnt != 24'hFFFFFF)
            por_cnt <= por_cnt + 1'b1;
    end
    assign por_rst = (por_cnt != 24'hFFFFFF);
    assign rst = por_rst | btnC;
    clck_psc #(
        .CLK_FREQ(100_000_000),
        .OUT_FREQ(1)
    ) u_tick (
        .clk (clk),
        .rst (rst),
        .tick(tick_1hz)
    );
    always_ff @(posedge clk) begin
        if (rst) begin
            led_sec <= 1'b0;
        end else if (tick_1hz) begin
            led_sec <= ~led_sec;
        end
    end
    time_mod #(
        .INIT_HOUR(INIT_HOUR),
        .INIT_MIN (INIT_MIN)
    ) u_time (
        .clk      (clk),
        .rst      (rst),
        .tick_1hz (tick_1hz),
        .hour     (hour),
        .min      (min),
        .Ht       (Ht),
        .Hu       (Hu),
        .Mt       (Mt),
        .Mu       (Mu)
    );
    compare #(
        .ALARM_HOUR(ALARM_HOUR),
        .ALARM_MIN (ALARM_MIN)
    ) u_cmp (
        .clk (clk),
        .rst (rst),
        .hour(hour),
        .min (min),
        .H   (H_pulse)
    );
    alarm_fsm u_fsm (
        .clk   (clk),
        .rst   (rst),
        .H     (H_pulse),
        .B     (btnU),
        .A     (alarm_on),
        .state (fsm_state)
    );
    seg7 u_7seg (
        .clk (clk),
        .rst (rst),
        .d3  (Ht),
        .d2  (Hu),
        .d1  (Mt),
        .d0  (Mu),
        .seg (seg),
        .dp  (dp),
        .an  (an)
    );
    always_comb begin
        led[0] = alarm_on;
        led[1] = led_sec;    
    end
endmodule
`timescale 1ns / 1ps
module seg7 (
    input  logic clk,
    input  logic rst,
    input  logic [3:0] d3,
    input  logic [3:0] d2,
    input  logic [3:0] d1,
    input  logic [3:0] d0,
    output logic [6:0] seg,
    output logic       dp,
    output logic [3:0] an
);
    logic [15:0] scan_div;
    always_ff @(posedge clk) begin
        if (rst) scan_div <= '0;
        else     scan_div <= scan_div + 16'd1;
    end
    logic [1:0] sel;
    assign sel = scan_div[15:14];
    function automatic logic [6:0] enc(input logic [3:0] v);
        case (v)
            4'd0: enc = 7'b1000000;
            4'd1: enc = 7'b1111001;
            4'd2: enc = 7'b0100100;
            4'd3: enc = 7'b0110000;
            4'd4: enc = 7'b0011001;
            4'd5: enc = 7'b0010010;
            4'd6: enc = 7'b0000010;
            4'd7: enc = 7'b1111000;
            4'd8: enc = 7'b0000000;
            4'd9: enc = 7'b0010000;
            default: enc = 7'b1111111;  
        endcase
    endfunction
    always_comb begin
        an  = 4'b1111;   
        seg = 7'b1111111;
        dp  = 1'b1;      
        case (sel)
            2'd0: begin an = 4'b1110; seg = enc(d0); end  
            2'd1: begin an = 4'b1101; seg = enc(d1); end
            2'd2: begin an = 4'b1011; seg = enc(d2); end
            2'd3: begin an = 4'b0111; seg = enc(d3); end  
        endcase
    end
endmodule
`timescale 1ns / 1ps
module time_mod #(
    parameter int INIT_HOUR = 0,    
    parameter int INIT_MIN  = 0     
)(
    input  logic clk,
    input  logic rst,
    input  logic tick_1hz,      
    output logic [4:0] hour,    
    output logic [5:0] min,     
    output logic [3:0] Ht,
    output logic [3:0] Hu,
    output logic [3:0] Mt,
    output logic [3:0] Mu
);
    logic [5:0] sec;  
    always_ff @(posedge clk) begin
        if (rst) begin
            hour <= INIT_HOUR[4:0];
            min  <= INIT_MIN[5:0];
            sec  <= 6'd0;
        end else if (tick_1hz) begin
            if (sec == 6'd59) begin
                sec <= 6'd0;
                if (min == 6'd59) begin
                    min <= 6'd0;
                    if (hour == 5'd23) hour <= 5'd0;
                    else               hour <= hour + 5'd1;
                end else begin
                    min <= min + 6'd1;
                end
            end else begin
                sec <= sec + 6'd1;
            end
        end
    end
    always_comb begin
        if (hour >= 5'd20) begin
            Ht = 4'd2; Hu = hour - 5'd20;
        end else if (hour >= 5'd10) begin
            Ht = 4'd1; Hu = hour - 5'd10;
        end else begin
            Ht = 4'd0; Hu = hour[3:0];
        end
        if (min >= 6'd50) begin
            Mt = 4'd5; Mu = min - 6'd50;
        end else if (min >= 6'd40) begin
            Mt = 4'd4; Mu = min - 6'd40;
        end else if (min >= 6'd30) begin
            Mt = 4'd3; Mu = min - 6'd30;
        end else if (min >= 6'd20) begin
            Mt = 4'd2; Mu = min - 6'd20;
        end else if (min >= 6'd10) begin
            Mt = 4'd1; Mu = min - 6'd10;
        end else begin
            Mt = 4'd0; Mu = min[3:0];
        end
    end
endmodule
```

==> qor.csv <==
stage;metric;value;unit
status;outcome;completed;
clocking;post-CTS setup buffers;0;
synth;Synthesis Warnings;6;
synth;Post-synth EDFFs;24;
timing;final setup fails;0;
synth;count of different cell masters after synthesis;80;
global_routing;total congestion overflow;0;
timing;Tcrit/Tclk final;0.8493;
detailed_routing;wire length after detailed routing;9781;µm
worst_setup_path;Critical Path AT;3.90;ns
global_routing;busiest grt layer;met1;
synth;Syn Area/Cell;8.927;µm²
clocking;Insertion Delay late pin;0.36;ns
clocking;clk slew on worst S/H paths;0.09;ns
timing;Max-slew headroom;0.4316;
clocking;CTS tree;yes;
timing;Worst-Margin Slew;0.8506;ns
cells_and_area;layout cell share with drive strength beyond 1;0.07061;
run;stage-log warning count;42;
placed_design;PortBufs;15;
timing;final worst setup slack;0.9041;ns
global_routing;routing usage on met1;0.3357;
global_routing;All-Layer GR Usage;0.1905;
floorplanning;Die Footprint;11020;µm²
timing;clk_skew;0.01564;ns
timing;max-slew violations;0;
worst_setup_path;startpoint types;flip-flop;
global_routing;largest net degree at the start of global routing;29;
detailed_routing;Detailed Routing Iterations Pass 1;6;
floorplanning;fp util;0.5136;
detailed_routing;DRT iter0 DRCs;254;
detailed_routing;wire per inst;13.13;µm
worst_setup_path;WS Path Type;reg -> out;
cells_and_area;Final Core Density;0.5556;
clocking;PostCTS Resize Cnt;0;
synth;register share after synthesis;0.3889;
worst_setup_path;nature of the critical path endpoint;output pin;
run;max-cap violations;0;
synth;Dominant flop cell;dfxtp_1;
pwr;Pwr Total;0.001062;W
detailed_routing;Vias;4091;
clocking;CTS H-tree depth;3;
clocking;CTS buffer count;9;
worst_setup_path;Critical Path Start;u_time.min[1]$_SDFFE_PP0P_;
placed_design;dpl ws;1.318;ns
floorplanning;CORE AREA;10320;µm²
cells_and_area;Layout area overhead;8.164;%
placed_design;hpwl dp;6935;µm
global_routing;met2 GRT Util;0.2606;
cells_and_area;post-route cell area;5736;µm²
worst_setup_path;required time of the critical path;4.80;ns
global_routing;Global Route met3 Usage;0.03050;
global_routing;initial antenna violation count;0;
detailed_routing;Via density;5.491;
clocking;CTS sink count;91;
timing;Max Freq;196.2;MHz
timing;Final Hold Viols;0;
synth;Yosys Instances;594;
floorplanning;Boundary Pins;17;
pwr;VDD IR-drop max;131.4;µV
synth;Mapped Area;5303;µm²
timing;fin crit period;5.096;ns
pwr;power per cell area;185.1;nW/µm²
detailed_routing;Antenna Nets Post-Route;0;
min_path;worst hold start;u_cmp.match_prev$_SDFF_PP0_;
synth;Seq cells post-synth;91;
global_routing;via count of the first global-routing pass;3652;
detailed_routing;n_diodes;0;
timing;total negative slack;0;ns
pwr;Static Leak;2.024;nW
worst_setup_path;CP Max Fanout;10;
worst_setup_path;FF-to-FF Start;por_cnt[0]$_DFFE_PP_;
synth;Yosys chip area;5303;µm²
timing;RSZ-0062 raised after global routing;false;
global_routing;first-pass GRT wire length;16910;µm
placed_design;Final Wtd Congestion;0.8639;
floorplanning;Rows;37;
synth;Cells after Synth;594;
clocking;Post-CTS Hold Fix Bufs;0;
synth;Async S/R FF share, synth;0;
floorplanning;Die Span X;105.0;µm
placed_design;placed inst area;5522;µm²
min_path;Tightest Hold Check Type;reg -> reg;
detailed_routing;DRC Markers;0;
clocking;root buffer cell;clkbuf_8;
clocking;Max clock buf depth;2;
floorplanning;DIE HEIGHT;105.0;µm
==> metrics by stage <==
stage	std cells	hold slack (ns)
4_1_cts	745	0.3903
2_1_floorplan	594	0.3674
3_5_place_dp	729	0.3754
5_1_grt	745	0.4027
6_report	745	0.3894
3_3_place_gp	729	0.3754
==> cell families after synthesis <==
| group | count (synthesis) | synth area share |
|---|---|---|
| and+or+nand+nor | 258 | 0.2426 |
| xor gates and xnor gates | 68 | 0.1123 |
| DFF | 91 | 0.3889 |
| muxes | 5 | 0.01227 |
| other | 1 | 0.0007072 |
| buffers and inverters | 46 | 0.04176 |
| adders and majority gates | 29 | 0.06843 |
| AOI/OAI and AO/OA | 96 | 0.1331 |
==> critical path: stages, from the launching register on <==
cell and delay [ns]:
dfxtp_1 0.51, inv_1 0.23, ha_1 0.25, nor4bb_2 0.19, or3_4 0.41, o21a_1 0.23, o311ai_4 0.35, inv_1 0.12
ha_1 0.21, mux2_2 0.26, a211oi_1 0.32, nor3_1 0.08, clkdlybuf4s50_1 0.41
==> state kept, by name (all words and copies together) (netlist names) <==
| name | cells |
|---|---|
| led_sec | 1 |
| u_time.min | 6 |
| u_cmp.H | 1 |
| u_cmp.match_prev | 1 |
| por_cnt | 24 |
| u_7seg.scan_div | 16 |
| u_time.sec | 6 |
| u_tick.counter | 27 |
| u_fsm.state | 3 |
| u_tick.tick | 1 |
| u_time.hour | 5 |
==> power by group <==
part	switching, W	total (W)	internal, W
Combinational	0.000000408	0.00000177	0.00000136
Clock	0.000217	0.000435	0.000218
Sequential	0	0.000625	0.000625
==> cell usage in the layout (no fill, tap or decap), types with 11 or more instances in the layout <==
cell type / n
xor2_1: 27
xnor2_1: 41
clkdlybuf4s50_1: 15
inv_1: 28
and3_1: 11
nor2_1: 87
nor3_1: 13
dfxtp_1: 67
nand4_1: 17
edfxtp_1: 24
a21oi_1: 19
o21ai_0: 18
nand2_1: 48
ha_1: 29
nand3_1: 31
==> layer usage <==
| layer | vias to the layer above | share of wire |
|---|---|---|
| met1 | 1894 | 0.55 |
| met2 | 69 | 0.41 |
| met5 | - | 0 |
| li1 | 2120 | - |
| met3 | 8 | 0.036 |
| met4 | 0 | 0.011 |
==> path summary, 6_finish.rpt <==
path	end	slack, ns	depth (start not counted)
setup / recovery	seg[6]	0.90	12
hold / removal	u_cmp.H$_SDFF_PP0_	0.39	1
setup reg to reg	u_tick.counter[25]$_SDFF_PP0_	2.86	8
hold reg to reg	u_cmp.H$_SDFF_PP0_	0.39	1
==> area by class of cell <==
class | instances | area [µm²]
Timing Repair Buffer | 17 | 165.2
Fill cell | 884 | 4588
Clock buffer | 9 | 123.9
Inverter | 28 | 105.1
Sequential cell | 91 | 2062
Clock inverter | 7 | 90.09
Multi-Input combinational cell | 457 | 3019
Tap cell | 136 | 170.2
==> Yosys cell counts (7+ instances only) <==
master,n,area (µm²)
a21oi_1,19,95.09
dfxtp_1,67,1341
nor3_1,13,65.06
o21ai_0,18,90.09
xor2_1,27,236.5
clkbuf_1,9,33.78
nand2_1,48,180.2
ha_1,29,362.9
nor4_1,7,43.79
nand4_1,17,106.4
edfxtp_1,24,720.7
inv_1,28,105.1
xnor2_1,41,359.1
nor2_1,87,326.6
nand3_1,31,155.2
and3_1,11,68.82
Power figures rest on the tool's default switching activity, not on a simulated workload.
