`/design/flow/constraint.sdc`:
```
current_design Alu

set clk_period 3.8
set clk_io_pct 0.2

create_clock -name clk0 -period $clk_period

set non_clock_inputs [all_inputs -no_clocks]
set_input_delay [expr $clk_period * $clk_io_pct] -clock clk0 $non_clock_inputs
set_output_delay [expr $clk_period * $clk_io_pct] -clock clk0 [all_outputs]
```
`/design/flow/config.mk`:
```
export PLATFORM = sky130hd
export DESIGN_NAME = Alu
export DESIGN_NICKNAME = Alu
export VERILOG_FILES = /design/flow/design.v
export SDC_FILE = /design/flow/constraint.sdc
export NUM_CORES = 4
export LEC_CHECK = 1
export CORE_AREA = 10 10 70 70
export DIE_AREA = 0 0 80 80
```
`/design/flow/design.v`:
```
`timescale 1ns / 1ps
module Adder_2b (
    input  logic [1:0] in_a, in_b,
    input  logic       cin,
    output logic [1:0] sum,
    output logic       cout
);
    logic carry_mid;  
    Fa_1b fa0 (.bit_a(in_a[0]), .bit_b(in_b[0]), .cin(cin),       .sum(sum[0]), .cout(carry_mid));
    Fa_1b fa1 (.bit_a(in_a[1]), .bit_b(in_b[1]), .cin(carry_mid), .sum(sum[1]), .cout(cout));
endmodule
`timescale 1ns / 1ps
module Adder_4b (
    input  logic [3:0] in_a, in_b,
    input  logic       cin,
    output logic [3:0] sum,
    output logic       cout
);
    logic carry_mid;  
    Adder_2b add0 (.in_a(in_a[1:0]), .in_b(in_b[1:0]), .cin(cin),       .sum(sum[1:0]), .cout(carry_mid));
    Adder_2b add1 (.in_a(in_a[3:2]), .in_b(in_b[3:2]), .cin(carry_mid), .sum(sum[3:2]), .cout(cout));
endmodule
`timescale 1ns / 1ps
module Alu (
    input  logic [3:0] in_a, in_b,
    input  logic [2:0] ctrl,         
    input  logic [1:0] adder_sel,    
    output logic [3:0] result,
    output logic       carry,
    output logic       overflow,
    output logic       negative,
    output logic       zero
);
    logic [3:0] in_b_mod;                
    logic [3:0] sum_rca, sum_cla, sum_prefix;  
    logic       cout_rca, cout_cla, cout_prefix;
    logic [3:0] sum_out;                 
    logic       cout_sum;                
    logic [3:0] and_out, or_out, sll_out, srl_out;
    assign in_b_mod = ctrl[0] ? ~in_b : in_b;
    Adder_4b     rca (.in_a(in_a), .in_b(in_b_mod), .cin(ctrl[0]), .sum(sum_rca),    .cout(cout_rca));
    LookAhead_4b cla (.in_a(in_a), .in_b(in_b_mod), .cin(ctrl[0]), .sum(sum_cla),    .cout(cout_cla));
    Prefix_4b    pre (.in_a(in_a), .in_b(in_b_mod), .cin(ctrl[0]), .sum(sum_prefix), .cout(cout_prefix));
    always_comb begin
        case (adder_sel)
            2'b00:   begin sum_out = sum_rca;    cout_sum = cout_rca;    end  
            2'b01:   begin sum_out = sum_cla;    cout_sum = cout_cla;    end  
            2'b10:   begin sum_out = sum_prefix; cout_sum = cout_prefix; end  
            default: begin sum_out = sum_rca;    cout_sum = cout_rca;    end
        endcase
    end
    assign and_out = in_a & in_b;
    assign or_out  = in_a | in_b;
    assign sll_out = in_a << 1;
    assign srl_out = in_a >> 1;
    always_comb begin
        case (ctrl)
            3'b000: result = sum_out;  
            3'b001: result = sum_out;  
            3'b010: result = and_out;  
            3'b011: result = or_out;   
            3'b100: result = sll_out;  
            3'b101: result = srl_out;  
            default: result = 4'b0000;
        endcase
    end
    assign carry    = (~ctrl[2] & ~ctrl[1]) ? cout_sum : 1'b0;
    assign overflow = (~ctrl[2] & ~ctrl[1]) ? (in_a[3] == in_b_mod[3]) && (result[3] != in_a[3]) : 1'b0;
    assign negative = result[3];
    assign zero     = (result == 4'b0000);
endmodule
`timescale 1ns / 1ps
module Fa_1b (
    input  logic bit_a, bit_b, cin,
    output logic sum, cout
);
    logic prop, gen;  
    assign prop = bit_a ^ bit_b;     
    assign gen  = bit_a & bit_b;     
    assign sum  = prop ^ cin;
    assign cout = gen | (prop & cin);
endmodule
`timescale 1ns / 1ps
module LookAhead_4b (
    input  logic [3:0] in_a, in_b,
    input  logic       cin,
    output logic [3:0] sum,
    output logic       cout
);
    logic [3:0] bit_gen;   
    logic [3:0] bit_prop;  
    logic [4:0] c;         
    assign bit_gen  = in_a & in_b;
    assign bit_prop = in_a ^ in_b;
    assign c[0] = cin;
    assign c[1] = bit_gen[0]
                | (bit_prop[0] & c[0]);
    assign c[2] = bit_gen[1]
                | (bit_prop[1] & bit_gen[0])
                | (bit_prop[1] & bit_prop[0] & c[0]);
    assign c[3] = bit_gen[2]
                | (bit_prop[2] & bit_gen[1])
                | (bit_prop[2] & bit_prop[1] & bit_gen[0])
                | (bit_prop[2] & bit_prop[1] & bit_prop[0] & c[0]);
    assign c[4] = bit_gen[3]
                | (bit_prop[3] & bit_gen[2])
                | (bit_prop[3] & bit_prop[2] & bit_gen[1])
                | (bit_prop[3] & bit_prop[2] & bit_prop[1] & bit_gen[0])
                | (bit_prop[3] & bit_prop[2] & bit_prop[1] & bit_prop[0] & c[0]);
    assign sum  = bit_prop ^ c[3:0];
    assign cout = c[4];
endmodule
`timescale 1ns / 1ps
module PrefixCell (
    input  logic g_hi, p_hi,   
    input  logic g_lo, p_lo,   
    output logic g_out,         
    output logic p_out          
);
    assign g_out = g_hi | (p_hi & g_lo);
    assign p_out = p_hi & p_lo;
endmodule
`timescale 1ns / 1ps
module Prefix_4b (
    input  logic [3:0] in_a, in_b,
    input  logic       cin,
    output logic [3:0] sum,
    output logic       cout
);
    logic [3:0] g0, p0;
    assign g0 = in_a & in_b;
    assign p0 = in_a ^ in_b;
    logic g0_cin, p0_cin;
    assign g0_cin = g0[0] | (p0[0] & cin);
    assign p0_cin = p0[0];
    logic [3:0] g1, p1;
    assign g1[0] = g0_cin;
    assign p1[0] = p0_cin;
    PrefixCell u_e1_b1 (.g_hi(g0[1]),  .p_hi(p0[1]),  .g_lo(g0_cin), .p_lo(p0_cin), .g_out(g1[1]), .p_out(p1[1]));
    PrefixCell u_e1_b2 (.g_hi(g0[2]),  .p_hi(p0[2]),  .g_lo(g0[1]),  .p_lo(p0[1]),  .g_out(g1[2]), .p_out(p1[2]));
    PrefixCell u_e1_b3 (.g_hi(g0[3]),  .p_hi(p0[3]),  .g_lo(g0[2]),  .p_lo(p0[2]),  .g_out(g1[3]), .p_out(p1[3]));
    logic [3:0] g2, p2;
    assign g2[0] = g1[0];
    assign p2[0] = p1[0];
    assign g2[1] = g1[1];
    assign p2[1] = p1[1];
    PrefixCell u_e2_b2 (.g_hi(g1[2]), .p_hi(p1[2]), .g_lo(g1[0]), .p_lo(p1[0]), .g_out(g2[2]), .p_out(p2[2]));
    PrefixCell u_e2_b3 (.g_hi(g1[3]), .p_hi(p1[3]), .g_lo(g1[1]), .p_lo(p1[1]), .g_out(g2[3]), .p_out(p2[3]));
    logic [3:0] carry;
    assign carry[0] = cin;
    assign carry[1] = g2[0];
    assign carry[2] = g2[1];
    assign carry[3] = g2[2];
    assign sum  = p0 ^ carry;
    assign cout = g2[3];
endmodule
```
`/design/flow/run.sh`:
```
#!/bin/bash
# OpenROAD 26Q1-2900-gdf79404cd8, Yosys 0.63+post, stock flow scripts
make -C /OpenROAD-flow-scripts/flow DESIGN_CONFIG=/design/flow/config.mk WORK_HOME=/design/flow/orfs finish
```
==> results_slide.txt <==
Run Summary

Status
  • Status: finished with violations
  • Failing checks: setup timing

GRT
  • Total GRT Usage: 6.42%
  • Number of global-route vias before repair: 759
  • First-pass GRT wire length: 3530 um
  • Grt ovf: 0
  • Initial antenna violation count: 0
  • Largest net degree at the start of global routing: 14

Timing
  • Slew @ Worst Pin: 0.409 ns
  • Endpoints failing setup: 1
  • Setup TNS: -0.00698 ns
  • Final Hold Fails: 0
  • Final period util: 100%
  • Final critical path time including I/O delays and setup: 3.81 ns
  • Slew Limit Fails: 0
  • RSZ-0062 raised after global routing: yes
  • Slew HR: 72.5%
  • Final hold slack: 2.17 ns
  • Worst setup margin: -0.00698 ns
  • Maximum clock frequency: 263 MHz

Die
  • # IOs: 21
  • Die area: 0.00640 mm2
  • Placement row count: 21
  • Starting Density: 19.0%
  • Die width: 80 um
  • Core ar.: 0.00342 mm2
  • Die height: 80 um

Setup path
  • Worst path arrival time: 3.05 ns
  • Worst setup SP type: input pin
  • CP max FO: 2
  • CP Capture Type: output pin
  • Critical path startpoint: in_b[0]
  • Critical path class: input pin to output pin
  • WP data required: 3.04 ns

Power
  • Pwr/cell area: 171 mW/mm2
  • Leak: 0.518 nW
  • VDD IR max: 0.0530 mV

Routing
  • Routed wire length: 2110 um
  • DR vias: 740
  • Drt pass-1 iters: 4
  • WL/cell: 12.3 um
  • Diodes inserted: 0
  • Iter 0 DRT Violations: 46
  • DRC Markers: 0
  • Routed Antenna Nets: 0
  • Vias/cell: 4.33

Hold path
  • Hold EP: zero
  • Worst hold path startpoint: in_b[2]
  • Worst hold path class: input pin to output pin
  • Hold path depth: 6

Placement
  • Gpl congestion: 0.846
  • Hpwl dp: 1660 um
  • Buffers on Ports: 21

Cells and area
  • Sequential Area: 0 um2
  • Most numerous logic cells after layout: buf_4 (26), clkdlybuf4s50_1 (11), nand2_1 (7), ha_1 (7)
  • Most frequent logic cell in the layout: buf_4
  • Area grow syn2layout: 78.4%
  • Fill count: 359
  • Share of cells above drive strength 1: 42.4%
  • Clock Buffer Count: 0
  • Seq cells: 0

Logic synthesis
  • Yosys cell count: 81
  • YS warnings: 1
  • Synthesized instance count: 81
  • Synth Area per Inst: 8.00 um2
  • YS chip area: 648 um2
  • Cell area after synthesis: 648 um2
  • Synth Seq Share: 0%
  • Synth cell types: 36

Clock network
  • Hold bufs inserted after CTS: 0

Job
  • Max-Cap Viols: 0
  • Tool Warnings: 38
[cell type report]
cell class                 count  area [um2]  area share [%]
inverter                       7        26.3            2.27
multi-input combinational     71         683            59.1
timing repair buffer          47         389            33.7
tap                           46        57.6            4.98
[cells by family after synthesis]
logic type | synth area share, %
compound gates | 31.9
xor+xnor | 6.76
fa+ha+maj | 29.3
buf+inv | 6.95
mux | 8.49
simple gates | 16.6
[critical path, cell delays in order]
cell and delay, ns:
buf_8 0.10, mux2_4 0.30, fa_2 0.36, fa_2 0.34, inv_2 0.06, fa_1 0.40
nand2_1 0.08, o221ai_2 0.12, buf_4 0.17, a21oi_2 0.18, nor4b_4 0.06, buf_2 0.12
[worst max path at each step]
stage           to  slack (ns)  cells after the start
4_1_cts   overflow       -0.11                     12
5_1_grt   overflow       -0.08                     12
6_report  overflow      -0.007                     12
[per-layer routing]
metal / wire length, um / track usage, %
met1: 1040 / 9.41
met2: 912 / 9.95
met3: 150 / 1.36
met4: 0 / 0
met5: 0 / 0
[what timing repair did]
action	in CTS	in global routing
pin swaps	7	7
endpoints found under the setup margin	7	6
resized	39	9
setup buffers	4	1
cloned	0	0
[power breakdown]
| part | internal (W) | total [W] | switching, W |
|---|---|---|---|
| combinational | 0.000109 | 0.000198 | 0.0000891 |
| sequential | 0 | 0 | 0 |
| clock | 0 | 0 | 0 |
| total | 0.000109 | 0.000198 | 0.0000891 |
[metrics by stage]
step	std cells	worst slack (ns)	total power, W	utilization [%]	area (um2)
floorplan	81	0.0392	0.0000894	-	648
finish	171	-0.00698	0.000198	33.8	1160
detailed placement	166	-0.927	0.000172	30.9	1050
global route	171	-0.0849	0.000217	33.8	1160
CTS	170	-0.109	0.000188	32.4	1110
global placement	166	-0.898	0.000171	30.9	1050
[cell usage after synthesis (2+ instances only)]
master | number | area (um2)
nand2_1 | 7 | 26.3
fa_1 | 3 | 60.1
a21oi_1 | 8 | 40.0
xor2_1 | 4 | 35.0
o22ai_1 | 2 | 12.5
buf_4 | 2 | 15.0
o21ai_0 | 4 | 20.0
ha_1 | 8 | 100
a21o_1 | 2 | 15.0
inv_1 | 7 | 26.3
nand2b_1 | 3 | 18.8
a211oi_1 | 2 | 15.0
maj3_1 | 3 | 30.0
mux2i_1 | 4 | 40.0
No activity file was given, so power comes from the tool's default toggle rates.
